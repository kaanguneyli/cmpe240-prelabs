[flow/run.sh]
#!/bin/bash
# OpenROAD 26Q1-2900-gdf79404cd8, Yosys 0.63+post, stock flow scripts
make -C /OpenROAD-flow-scripts/flow DESIGN_CONFIG=/design/flow/config.mk WORK_HOME=/design/flow/orfs finish
[flow/config.mk]
export PLATFORM = sky130hd
export DESIGN_NAME = encoder
export DESIGN_NICKNAME = encoder
export VERILOG_FILES = /design/flow/design.v
export SDC_FILE = /design/flow/constraint.sdc
export NUM_CORES = 4
export LEC_CHECK = 1
export CORE_AREA = 10 10 70 70
export DIE_AREA = 0 0 80 80
[flow/constraint.sdc]
current_design encoder

set clk_period 2.6
set clk_io_pct 0.2

create_clock -name clk0 -period $clk_period

set non_clock_inputs [all_inputs -no_clocks]
set_input_delay [expr $clk_period * $clk_io_pct] -clock clk0 $non_clock_inputs
set_output_delay [expr $clk_period * $clk_io_pct] -clock clk0 [all_outputs]
[flow/design.v]
`timescale 1ns / 1ns
module encoder(y, x);
input wire [6:0] x;
output reg [2:0] y;
integer i;
always @* begin
y=0;
for (i = 0; i<7; i++) begin
	if (x[i] == 1 ) begin
		y=y+1;
		end
	end
end
endmodule
module mux(z, y, s);
input wire [2:0] y;
input wire [1:0] s;
output reg z;
always @* begin
z=0;
if (s==0 && y==0) begin
    z<=1;
end
else if (s==1) begin
    if (y==1 || y==2 || y==4) begin
        z <= 1;
    end
end
else if (s==2)begin
    if (y==3 || y==5 || y==6)begin
        z<=1;
    end
end
else if (s==3 && y==7) begin
        z<=1;
end
else begin 
    z<=0;
end
end
endmodule
==> run notes <==
yosys + openroad results -> total power density per cell area 360 mW/mm2, setup repair after global routing missed its margin yes, number of violations reported at the end of detailed-routing iteration 0 3, number of library cell types mapped by synthesis 18, IR drop worst, VDD 0.163 mV, run status complete, but fails checks, global-route usage over all layers 3.01%, startpoint type of the worst setup path primary input, routability-driven placement congestion ratio 0.733, pin count of the biggest net entering global routing 6, io pins 10, detailed-router iteration count before antenna repair 2, final routed wirelength across all metal layers 864 um, clock buf count 0, number of flip-flops and latches 0, synthesized instance count 37, Worst Hold Class primary input to primary output, DRC 0, tool warning count 36, cell count of the worst hold path 5, GRT overflow 0, hold endpoint y[2], antenna violations before repair 0, max-slew headroom at the worst pin about four fifths, Die Span X roughly 80 um, most common cell type on the critical path ha_1, floorplan core area 0.00342 mm2, sequential area share after synthesis 0%, critical path capture point type primary output, layout overhead on the synthesized area 111%, number of cells in Yosys stat 37, count of filler cells inserted in the layout 382, critical hold path startpoint x[3], average wire length per cell after detail routing a little under 8 um, highest achievable clock rate 277 MHz, number of global-route vias before repair 399, data required time of the worst path 2.08 ns, fraction of final layout cells sized beyond drive strength 1 56.3%, area fraction of the dominant cell type after synthesis 24.2%, buffers added on ports 10, Post-DP HPWL 674 um, largest fanout of any net on the critical path 2, series of cell instances along the critical path buf_6 -> inv_4 -> ha_4 -> xor2_1 -> ha_1 -> nand2_1 -> o31ai_1 -> ha_1 -> nor2b_2 -> nor2_1 -> ha_1 -> nand2_2 -> o31ai_4 -> ha_4 -> nand2_2 -> xnor3_1 -> xnor2_1 -> buf_2, utilization after layout 19.2%, core utilization at floorplan a little under a tenth, vias after detailed routing 358, final period utilization 139%, post-synthesis chip area from yosys 310 um2, Yosys warning count 1, Mean Syn Cell Area about 8.4 um2, post-DR vias/cell 3.25, critical path startpoint x[1], total area of sequential cells 0 um2, global-route wire length before repair 1700 um, number of routed nets with antenna violations 0, Max Cap Violations 0, post-place setup slack -2.01 ns, setup ws final -1.01 ns, cell accounting for the most synthesized area ha_1, Tmin final 3.61 ns, total inserted antenna cells 0, top post-synthesis cells by count nand2_1 (7), ha_1 (6), inv_1 (3), nor2_1 (3), xnor2_1 (3), Die Y 80 um, crit-path leading delay family adder cells, area of the mapped netlist 310 um2, library cell with the highest instance count after synthesis nand2_1, final setup violating endpoints 3, max-slew violation count 0, CP Buf/Inv Count 3, Slew @ Worst Pin 0.284 ns, category of the critical setup timing path primary input to primary output, critical path arrival 3.09 ns, Critical-path top delay cell ha_1, ranking of synthesized cells by area ha_1 (24%), xnor3_1 (15%), nand2_1 (8.5%), number of core rows 21, Die Area 0.00640 mm2, violations in the final reports negative setup slack, final hold viol count 0, slowest cell delay on critical path 0.31 ns, standby leakage power 0.305 nW
==> timing repair <==
action	CTS	global route
gates resized	33	4
setup endpoints to repair	3	3
pin swaps	10	6
buffers inserted	6	1
hold buffers	0	0
==> cell families (layout without fill, tap and decap cells) <==
family,Yosys count,after routing,synth area share [%]
simple gates,14,14,19.8
fa+ha+maj,6,6,24.2
buf+inv,3,30,3.63
xor+xnor,8,8,39.1
compound gates,6,6,13.3
==> tightest hold or removal path: stages <==
cell and delay (ns):
dlygate4sd2_1 0.27, nand2_1 0.09, xnor3_1 0.21, xnor2_1 0.07
buf_2 0.11
==> worst max-delay path by stage <==
stage / to / slack (ns) / cells after the start
6_report: y[2] / -1.01 / 18
4_1_cts: y[2] / -1.04 / 18
5_1_grt: y[2] / -1.17 / 18
==> report_power, final <==
group          total [W]  switching, W  internal, W
clock network          0             0            0
logic           0.000236     0.0000900     0.000146
registers              0             0            0
total           0.000236     0.0000900     0.000146
==> layer usage <==
metal / part of all wire [%] / GRT usage, %
met1: 50 / 4.06
met3: 5.2 / 0.568
met5: 0 / 0
met2: 44 / 5.14
met4: 0 / 0
==> per-stage QoR <==
stage	power, W	cell area, um2	std cells	hold slack [ns]	TNS [ns]
CTS	0.000213	621	109	1.79	-2.14
global route	0.000267	654	110	1.84	-2.52
finish	0.000236	654	110	1.78	-2.10
global placement	0.000190	573	103	2.11	-4.73
detailed placement	0.000195	573	103	2.11	-4.80
floorplan	0.0000986	340	37	1.15	-1.25
==> placed cells by master, fill, tap and decap left out, types with 2 or more instances in the layout <==
master and instances:
clkdlybuf4s50_1 3, buf_4 17, xnor3_1 2, nor2_1 2, nand2_1 5, ha_4 2, xnor2_1 3, buf_2 4
nand2_2 2, ha_1 3
==> cell type report <==
type                       count  area, um2  share of cell area [%]
multi-input combinational     34        358                    54.7
inverter                       3       26.3                    4.02
timing repair buffer          27        213                    32.5
tap                           46       57.6                    8.80
No activity file was given, so power comes from the tool's default toggle rates.

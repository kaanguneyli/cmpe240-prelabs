==> design.v <==
`timescale 1ns / 1ns
module source(y, stateReg, nextStateReg, x, rst, clk);
output reg [0:0]y;
input wire x;
input wire rst;
input wire clk;
parameter 		S0 = 3'b000,
			Start = 3'b001,
			S00 = 3'b010,
			S001 = 3'b011,
			S1 = 3'b100,
			S11 = 3'b101,
			S110 = 3'b110;
output reg [2:0] stateReg;
output reg [2:0] nextStateReg;
always@(stateReg, x) begin
	case(stateReg)
		Start: begin
			y <= 1'b0;
			if(x == 0) begin
				nextStateReg <= S0;
			end
			else begin
				nextStateReg <= S1;
			end
		end
		S0: begin
			y <= 1'b0;
			if(x == 0) begin
				nextStateReg <= S00;
			end
			else begin
				nextStateReg <= S1;
			end
		end
		S00: begin
			y <= 1'b0;
			if(x == 0) begin
				nextStateReg <= S00;
			end
			else begin
				nextStateReg <= S001;
			end
		end
		S001: begin
			y <= 1'b1;
			if(x == 0) begin
				nextStateReg <= S0;
			end
			else begin
				nextStateReg <= S11;
			end
		end
		S1: begin
			y <= 1'b0;
			if(x == 0) begin
				nextStateReg <= S0;
			end
			else begin
				nextStateReg <= S11;
			end
		end
		S11: begin
			y <= 1'b0;
			if(x == 0) begin
				nextStateReg <= S110;
			end
			else begin
				nextStateReg <= S11;
			end
		end
		S110: begin
			y <= 1'b1;
			if(x == 0) begin
				nextStateReg <= S00;
			end
			else begin
				nextStateReg <= S1;
			end
		end
	endcase
end
always@(posedge clk) begin
	if(rst) begin
		stateReg <= Start;
	end
	else begin
		stateReg <= nextStateReg;
	end
end
endmodule
==> run.sh <==
#!/bin/bash
# OpenROAD 26Q1-2900-gdf79404cd8, Yosys 0.63+post, stock flow scripts
make -C /OpenROAD-flow-scripts/flow DESIGN_CONFIG=/design/flow/config.mk WORK_HOME=/design/flow/orfs finish
==> config.mk <==
export PLATFORM = sky130hd
export DESIGN_NAME = source
export DESIGN_NICKNAME = source
export VERILOG_FILES = /design/flow/design.v
export SDC_FILE = /design/flow/constraint.sdc
export NUM_CORES = 4
export LEC_CHECK = 1
export CORE_AREA = 10 10 70 70
export DIE_AREA = 0 0 80 80
==> constraint.sdc <==
current_design source

set clk_period 1.0
set clk_io_pct 0.2

create_clock -name clk0 -period $clk_period [get_ports {clk}]

set non_clock_inputs [all_inputs -no_clocks]
set_input_delay [expr $clk_period * $clk_io_pct] -clock clk0 $non_clock_inputs
set_output_delay [expr $clk_period * $clk_io_pct] -clock clk0 [all_outputs]
==> run notes <==
fresh numbers from the pnr run: layout cells sized above 1 0.357, Bufs and invs on worst path 1, routed wire length 550 um, Max FO, Critical Path 2, Top cells excl fill/tap 6 x sky130_fd_sc_hd__clkdlybuf4s50_1, 6 x sky130_fd_sc_hd__buf_4, 4 x sky130_fd_sc_hd__dlxtn_1, Worst setup SP type flop, post-synthesis cell type with the largest combined area sky130_fd_sc_hd__dlxtn_1, CTS H-tree depth 1, net switching power 78.9 uW, DRC violation count after routing 0, Leakage 0.180 nW, die y size 80 um, combinational share of power 0.119, Clock Power Share 0.546, cell type group with the largest total delay on the critical path flip-flops, Tightest Hold Check Type in2reg, YS chip area 216 um2, number of unconstrained endpoints 8, clk slew on worst S/H paths 0.04 ns, Yosys Warn Count 1, final slew viol count 0, number of top-level pins 10, fp util 0.0634, largest buffer count on any clock path 2, overall power 384 uW, Layout fillers 392, violation tally from detailed-route iteration zero 11, syn_area_per_cell 9.41 um2, f_max 1.04 GHz, maximum number of pins on one net before global-route repair 6, Setup crit end kind output pin, CTS Root Cell sky130_fd_sc_hd__clkbuf_4, Mapped Area 216 um2, CP Class reg2out, Internal Power 305 uW, routed length on met3 112 um, status finished clean, CTS tree done, residual antenna-violating net count after detailed routing 0, relative area change from synthesis to final layout 101%, Register Area 124 um2, highest ir drop seen on vdd 0.112 mV, number of core rows 21, count of unclocked register or latch pins 4, highest metal layer with signal wires met3, antenna fix cells 0, cell at the slowest stage of the critical path sky130_fd_sc_hd__dfxtp_2, number of vias per cell after detailed routing 2.38, cell chain of the critical path dlygate4sd2_1, area enclosed by the die boundary 6400 um2, RSZ-0062 raised after global routing no, final cell count without fillers 88, total count of hold-check failures in the final report 0, fraction of power consumed by sequential logic 0.335, largest cells by area after synthesis sky130_fd_sc_hd__dlxtn_1 28%, sky130_fd_sc_hd__dfxtp_1 28%, sky130_fd_sc_hd__nor2b_1 5.8%, sky130_fd_sc_hd__maj3_2 5.2%, sky130_fd_sc_hd__o21ai_0 4.6%, last weighted congestion value of the routability-driven placer 0.705, die span in x 80 um, Gate Area 88.8 um2, GRT Residual Overflow 0, Tightest Pin Transition 0.222 ns, Final HPWL DP 434 um, power density cells 883 nW/um2, data arrival time of the critical path 0.76 ns, area inside the core boundary 3420 um2, number of buffers added by the clock tree synthesis step 3, OpenROAD warning count 25, length of routed wiring on met1 264 um, final cycle utilization of the critical path 0.963, switching share of power 0.205, wire length of the first global-routing pass 883 um, final setup vio count 0, Seq cells post-synth 7, synthesized instance count 23, slowest stage delay, CP 0.31 ns, Yosys Instances 23, share of flip-flops with an asynchronous set or reset 0, max capacitance violation total 0, total met2 wirelength after detailed routing 173 um, core occupancy in the finished layout 0.127, Data required, critical path 0.80 ns, shortest clock period the worst path allows after layout 0.963 ns, routed wirelength normalized by instance count 6.25 um, Pre-Repair DR Iteration Count 2, Synth Flop Type sky130_fd_sc_hd__dlxtn_1, Port Buffer Count 9, initial antenna violation count 0, Post-CTS Hold Buffers 0, tightest slew margin relative to the limit 0.851, proportion of netlist area held by the largest area contributor 0.277, via count of the first global-routing pass 218, number of distinct library cells after synthesis 15, Placed Cells incl. Taps 81, post-synth tally of flip-flops with integrated enable 0, overall fraction of global-route tracks in use 0.0169, vias 209
[metal layers]
metal	vias up	global-route usage
met5	-	0
met4	0	0.00528
met3	0	0.0102
met2	10	0.0233
met1	86	0.0214
li1	113	-
[per-stage QoR]
| step | TNS, ns | setup slack, ns | hold slack (ns) | area (um2) |
|---|---|---|---|---|
| final | 0 | 0.0367 | 0.556 | 435 |
| after CTS | 0 | 0.0232 | 0.551 | 435 |
| after floorplan | 0 | 0.412 | 0.272 | 216 |
| after global placement | -0.0495 | -0.0476 | 0.783 | 387 |
| after global routing | 0 | 0.0215 | 0.584 | 435 |
| after detailed placement | -0.0521 | -0.0521 | 0.792 | 387 |
[cells in the mapped netlist (2+ instances only)]
| cell | count |
|---|---|
| sky130_fd_sc_hd__dfxtp_1 | 3 |
| sky130_fd_sc_hd__dlxtn_1 | 4 |
| sky130_fd_sc_hd__nor2b_1 | 2 |
| sky130_fd_sc_hd__nor2_1 | 2 |
| sky130_fd_sc_hd__o21ai_0 | 2 |
[power by group through the flow]
stage	registers (mW)	clock network, mW	logic (mW)
global route	0.129	0.220	0.0507
CTS	0.128	0.223	0.0461
finish	0.129	0.210	0.0458
[registers in the layout, summed over array words and instances (netlist names)]
| signal | flops |
|---|---|
| nextStateReg | 3 |
| y | 1 |
| stateReg | 3 |
[kinds of logic (layout without fill, tap and decap cells)]
| kind of cell | Yosys count | count (layout) | synth area share |
|---|---|---|---|
| xor gates and xnor gates | 2 | 2 | 0.0809 |
| buffers and inverters | 2 | 21 | 0.0346 |
| DFF | 3 | 3 | 0.277 |
| adders and majority gates | 1 | 1 | 0.0520 |
| and+or+nand+nor | 7 | 7 | 0.168 |
| latches | 4 | 4 | 0.277 |
| AOI/OAI and AO/OA | 4 | 4 | 0.110 |
[area by class of cell]
type,instances,area share
Timing Repair Buffer,15,0.302
Multi-Input combinational cell,14,0.204
Clock buffer,4,0.0603
Inverter,2,0.0172
Sequential cell,7,0.284
Tap cell,46,0.132
[path summary, 6_finish.rpt]
kind | startpoint | end | slack, ns | cells past startpoint
hold / removal | rst | stateReg[1] | 0.56 | 2
setup / recovery | stateReg[0] | stateReg[0] | 0.04 | 1
[what timing repair did]
item / in CTS / in global routing
buffers inserted: 3 / 0
resized: 6 / 0
endpoints found under the setup margin: 3 / 0
No activity file was given, so power comes from the tool's default toggle rates.
